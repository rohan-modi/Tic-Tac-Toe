--- ./design.v ---
module finalProject(CLOCK_50, PS2_DAT, PS2_CLK, KEY, LEDR, HEX0, HEX1);
    inout PS2_DAT, PS2_CLK;
	 input [1:0] KEY;
	 input CLOCK_50;
	 output reg [9:0] LEDR;
	 output [6:0] HEX0, HEX1;
    reg up, down, left, right, select, test, test2, test3;
    localparam	W = 8'b00011101,
					A = 8'b00011100,
					S = 8'b00011011,
               D = 8'b00100011,
               X = 8'b00100010,
					STOP = 8'b11110000;
    wire [7:0] data;
    wire [15:0] keyData;
	 reg [13:0] counter = 0;
	 reg justReleasedKey = 0;
	 reg enableSignal = 0;
	 reg commandSignal = 0;
	 wire enableThing;
	 wire commandThing;
	 reg [7:0] previousData;
	 reg stopFlag;
		 PS2_Controller uo(
	.CLOCK_50(CLOCK_50),
	.reset(~KEY[0]),
	.PS2_DAT(PS2_DAT),
	.PS2_CLK(PS2_CLK),
	.received_data(data),
	.received_data_en(enableThing),
	.command_was_sent(commandThing)
	);
    shiftRegister storage(CLOCK_50, ~KEY[0], data, keyData);
    always@ (*) begin
        case(data)
				W: begin
					LEDR[5] <= 1;
            end
            A: begin
					LEDR[3] <= 1;
            end
            S: begin
					LEDR[4] <= 1;
            end
            D: begin
					LEDR[2] <= 1;
				end
            X: begin
					LEDR[1] <= 1;
            end
				STOP: begin
					 LEDR[1] <= 0;
					 LEDR[2] <= 0;
					 LEDR[3] <= 0;
					 LEDR[4] <= 0;
					 LEDR[5] <= 0;
					 previousData <= STOP;
				end
            default: begin
					 LEDR[1] <= 0;
					 LEDR[2] <= 0;
					 LEDR[3] <= 0;
					 LEDR[4] <= 0;
					 LEDR[5] <= 0;
					 justReleasedKey <= 1;
					 enableSignal <= 1;
					 commandSignal <= 1;
				end
        endcase
    end
	 hex_decoder display1(data[7:4], HEX1);
	 hex_decoder display2(data[3:0], HEX0);
endmodule
module shiftRegister(clock, reset, dataIn, dataOut);
    input clock;
	 input reset;
	 input [7:0] dataIn;
    output reg [15:0] dataOut;
    always@ (posedge clock) begin
        if(reset)
		      dataOut <= 16'h0000;
		  else
		      dataOut <= {dataOut[7:0], dataIn};
    end
endmodule
module hex_decoder(c, display);
    input [3:0] c;
    output [6:0] display;
    assign display[0] = !((c[3] | c[2] | c[1] | !c[0]) & (!c[3] | !c[2] | c[1] | !c[0]) & (!c[3] | c[2] | !c[1] | !c[0]) & (c[3] | !c[2] | c[1] | c[0]));
    assign display[1] = !((c[3] | !c[2] | c[1] | !c[0]) & (c[3] | !c[2] | !c[1] | c[0]) & (!c[3] | c[2] | !c[1] | !c[0]) & (!c[3] | !c[2] | c[1] | c[0])& (!c[3] | !c[2] | !c[1] | c[0])& (!c[3] | !c[2] | !c[1] | !c[0]));
    assign display[2] = !((c[3] | c[2] | !c[1] | c[0]) & (!c[3] | !c[2] | c[1] | c[0]) & (!c[3] | !c[2] | !c[1] | c[0]) & (!c[3] | !c[2]  | !c[1] | !c[0]));
    assign display[3] = !((c[3] | c[2] | c[1] | !c[0]) & (c[3] | !c[2] | c[1] | c[0]) & (c[3] | !c[2] | !c[1]  | !c[0]) & (!c[3] | c[2] | !c[1] | c[0]) & (!c[3] | !c[2] | !c[1] | !c[0]));
    assign display[4] = !((c[3] | c[2] | c[1] | !c[0]) & (c[3] | c[2] | !c[1] | !c[0]) & (c[3] | !c[2] | c[1] | c[0]) & (c[3] | !c[2] | c[1] | !c[0]) & (c[3] | !c[2] | !c[1] | !c[0]) & (!c[3] | c[2] | c[1] | !c[0]));
    assign display[5] = !((c[3] | c[2] | c[1] | !c[0]) & (c[3] | c[2] | !c[1] | !c[0]) & (c[3] | !c[2] | !c[1] | !c[0]) & (!c[3] | !c[2] | c[1] | !c[0]) & (c[3] | c[2] | !c[1] | c[0]));
    assign display[6] = !((c[3] | c[2] | c[1] | c[0]) & (c[3] | c[2] | c[1] | !c[0]) & (c[3] | !c[2] | !c[1] | !c[0]) & (!c[3] | !c[2] | c[1] | c[0]));
endmodule
--- ./run.sh ---
#!/bin/bash
# OpenROAD 26Q1-2900-gdf79404cd8, Yosys 0.63+post, stock flow scripts
make -C /OpenROAD-flow-scripts/flow DESIGN_CONFIG=/design/flow/config.mk WORK_HOME=/design/flow/orfs finish
--- ./config.mk ---
export PLATFORM = sky130hd
export DESIGN_NAME = hex_decoder
export DESIGN_NICKNAME = hex_decoder
export VERILOG_FILES = /design/flow/design.v
export SDC_FILE = /design/flow/constraint.sdc
export NUM_CORES = 4
export LEC_CHECK = 1
export CORE_AREA = 10 10 70 70
export DIE_AREA = 0 0 80 80
--- ./constraint.sdc ---
current_design hex_decoder

set clk_period 1.0
set clk_io_pct 0.2

create_clock -name clk0 -period $clk_period

set non_clock_inputs [all_inputs -no_clocks]
set_input_delay [expr $clk_period * $clk_io_pct] -clock clk0 $non_clock_inputs
set_output_delay [expr $clk_period * $clk_io_pct] -clock clk0 [all_outputs]
==> notes.md <==
This note records the results obtained with Yosys and OpenROAD.

Hold path
Per the hold report, the tightest min-delay path originates at c[3]. The type of the worst min-delay path is primary input to primary output. The hold path depth is 4. Looking at the hold checks, the worst path lands on display[3].

Floorplanning
The total number of placement rows is 21. The chip area is 6400 um2. The core footprint is 3420 um2. 11 I/O pins were placed.

The height of the chip is 80 um. Before placement the cells fill 5.75% of the core. The floorplan step set the die width to 80 um.

Power and ir drop
Per report_power, the sequential group accounts for 0% of the total. The total power draw is 228 uW. The leakage power is 0.237 nW. Looking at the power breakdown, combinational cells take 100.0% of the total. The switching power summed over all nets is 90.0 uW. Across the VDD grid, the largest voltage drop is 204 uV. Net switching is 39.4% of the power. The power density over the cells is 409 nW/um2. The part of the power in the clock network is 0%. The power report lists cell-internal power as 138 uW.

Run status
The checks that failed: setup timing. The run finished, with violations left.

Final timing
The maximum operating frequency is 876 MHz. Setup repair after global routing could not meet its margin everywhere. The shortest clock period the worst path allows after layout is 1140 ps. The final setup TNS is -696 ps.

For this run, the final setup violation count is recorded as 7. In the final report, the number of pins over their slew limit comes to 0. The worst slew margin relative to its limit is 84.9%.

The final hold violation count recorded for this run is 0. Dividing the final minimum period by the clock period gives 114%. The post-layout worst setup margin is -141 ps. The slew at the pin closest to its max-slew limit is 227 ps.

Synthesis
Among the non-sequential cells, simple AND/OR/NAND/NOR gates take the most area. The average instance in the mapped netlist occupies 5.78 um2. Post-synthesis, Yosys gives the total cell area as 196 um2. By count the netlist is led by nand2_1, buf_2, nor2_1, nor2b_1, o21ai_1. Sorting the Yosys area breakdown by cell type puts at the top nand2_1. The total cells reported by yosys after synthesis is 34. The portion of synthesized area spent on multiplexers is 5.73%.

The arithmetic-cell share of the synthesized area counting full adders, half adders and majority gates is 0%. Synthesis produced 34 cells. The synthesized netlist contains 20 unique library cells. In the post-synthesis netlist, the biggest area contributors are nand2_1, nor2b_1, buf_2.

After synthesis the cells add up to 196 um2. After Yosys synthesis, and, or, nand and nor cells account for 40.1% of the synthesized area. Summing the areas of all compound-gate instances in the mapped netlist gives 34.4% of the synthesized area. The fraction of synthesized cell area in xor and xnor cells is 4.46%. The share of Yosys cell area claimed by the top area cell type is 9.55%. Warnings reported by Yosys during synthesis add up to 0. The portion of the post-synthesis area used by sequential elements is 0%. The leading cell type by number of instances after synthesis is nand2_1.

Layout
The layout report lists the multi-input gate area as 241 um2. Compared with the post-synthesis result, the final layout area differs by 184%. The layout has 0 clock buffers. The combined flip-flop and latch cell area is 0 um2.

The post-route netlist has 73.2% of its cells at a drive strength greater than 1. The design has 0 sequential cells. Once layout is complete, the utilization of the core stands at 16.3%.

The number of fillers in the final layout is 390.

Critical path
The OpenROAD report gives the critical path a required time of 800 ps. STA classifies the critical path startpoint as a primary input. The critical path is of the primary input to primary output type.

The capturing element type of the critical path is a primary output. Per the STA report, the cell with the highest stage delay on the worst path is mux2_4. On the critical path the data arrives at 940 ps. The critical path maximum fanout is 6. Traced cell by cell, the critical path runs through buf_12, buf_6, mux2_4, nand2_2, nand2_1, buf_2.

The stage delay of the slowest cell on the critical path is 290 ps.

Clock tree
After clock tree synthesis, the flow added hold-fix buffers numbering 0.

Place
The congestion estimate from routability-driven global placement came to 0.749. The post-placement setup slack is -1020 ps. The post-detailed-placement half-perimeter wirelength is 636 um. The number of buffers added on ports is 11.

Detailed routing
For this run, design rule violations remaining after detail routing come to 0. In the post-route report, total wirelength is listed as 991 um. The number of antenna diodes in the final layout is 0.

The detail route stage leaves a number of antenna-violating nets equal to 0. The number of vias per cell after detailed routing is 3.25. The routed layout has 332 vias. The total iterations of the first detailed-routing run is 1. The detailed-route wire length per cell is 9.72 um. The DRC marker count from the first detailed-route iteration is 0.

Global routing
Entering global routing, the biggest net connects 10 pins. The via count of the first global-routing pass is 319. The first global-routing pass estimated 1520 um of wire. Summed over all routing layers, the global router reports a total usage of 2.79%. The total congestion overflow after global routing is 0. The number of antenna violations at the first check in global routing is 0.

Run
The report counts max-capacitance violations totalling 0. The number of warning messages in the logs is 34.
[stage by stage]
stage | hold WS, ps | area (um2) | std cells
2_1_floorplan | 481 | 196 | 34
6_report | 763 | 558 | 102
3_5_place_dp | 1510 | 405 | 96
3_3_place_gp | 1500 | 405 | 96
4_1_cts | 773 | 487 | 101
5_1_grt | 792 | 558 | 102
[area by class of cell]
cell class	instances	area share, %
tap	46	10.3
multi-input combinational	29	43.3
timing repair buffer	26	45.7
inverter	1	0.673
[what timing repair did]
item,in CTS,in global routing
cloned,1,0
pin swaps,7,6
endpoints found under the setup margin,7,7
resized,64,13
buffers inserted,4,1
[layout by cell type, fill, tap and decap left out]
cell type	count
buf_6	10
a22oi_1	1
a211oi_2	1
inv_2	1
nor2_1	1
o21ai_1	3
nand3_1	1
o21ai_2	1
xnor2_2	1
a31oi_1	2
mux2_4	1
buf_2	7
o21a_1	1
nor3b_2	1
nand2b_1	1
nand2_1	2
nand2_2	3
nor2b_4	2
buf_12	2
or3_1	1
buf_8	2
buf_4	5
nor2_4	2
nor2b_1	1
nor3_1	1
o22ai_2	2
[worst max-delay path: cells and delay by family]
kind                   cells  cell delay (ps)
buffers and inverters      3              330
muxes                      1              290
and+or+nand+nor            2              120
[layer usage]
layer  vias to the layer above  track usage [%]  routed length, um
met3                         0            0.341                 31
met4                         0                0                  0
met5                         -                0                  0
met1                       160             4.15                506
li1                        165                -                  -
met2                         7             4.41                453
[power by group through the flow]
stage	Sequential, mW	Clock, mW	Combinational (mW)
global route	0	0	0.248
finish	0	0	0.228
CTS	0	0	0.193
[cell families (layout without fill, tap and decap cells)]
logic type,count (synthesis),in the layout
compound gates,11,11
xor+xnor,1,1
buf+inv,5,27
mux,1,1
simple gates,16,16
[how the worst max path moves through the flow]
stage | to | cells past startpoint | slack (ps) | from
CTS | display[3] | 4 | -160 | c[0]
finish | display[1] | 6 | -140 | c[0]
global route | display[1] | 6 | -190 | c[1]
Power figures rest on the tool's default switching activity, not on a simulated workload.
